[flow/design.v]
module BoothMultiplier(
    input wire [7:0]x,
    input wire [7:0]y,
    input wire clk,
    input wire rst,
    output wire [15:0]p
);
    wire [8:0] PP0, PP1, PP2, PP3;
    wire [3:0] sign;
    wire [7:0] x1, y1;
    wire [15:0] p1;
    DFF dff(
        .clk(clk),
        .rst(rst),
        .x(x),
        .y(y),
        .p1(p1),
        .x1(x1),
        .y1(y1),
        .p(p)
    );
    Partial_Productos pps(
        .x(x1),
        .y(y1),
        .PP0(PP0),
        .PP1(PP1),
        .PP2(PP2),
        .PP3(PP3),
        .sign(sign)
    );
    PP_Addition pa(
        .PP0(PP0),
        .PP1(PP1),
        .PP2(PP2),
        .PP3(PP3),
        .sign(sign),
        .sum(p1)
    );
endmodule
module Booth_Encoder (
    input wire [2:0] x,
    output wire [2:0] select
);
    wire single;
    wire double;
    wire negative;
    assign single = x[0]^x[1];
    assign double = (~x[2])&x[1]&x[0] | x[2]&(~x[1])&(~x[0]);
    assign negative = x[2];
    assign select = {single, double, negative };
endmodule
module Booth_Selector (
    input wire [2:0] select,
    input wire [7:0] y,
    output wire [8:0] PP
);
    reg[8:0] pp_temp;
    always@(*)begin
        case(select)         
            3'b000: pp_temp = 9'b0_0000_0000;    
            3'b100: pp_temp = {y[7], y};      
            3'b010: pp_temp = {y, 1'b0};      
            3'b011: pp_temp = {~y, 1'b1};     
            3'b101: pp_temp = {~y[7], ~y};    
            3'b001: pp_temp = 9'b1_1111_1111;    
            default: pp_temp = 9'b0_0000_0000;    
        endcase
    end
    assign PP = pp_temp;
endmodule
module DFF (
    input wire clk, 
    input wire rst, 
    input wire [7:0] x, 
    input wire [7:0] y, 
    input wire [15:0] p1, 
    output reg [7:0] x1,
    output reg [7:0] y1,
    output reg [15:0] p
    );
    always@(posedge clk)begin
        if(!rst)begin
            p<=16'b0;
            x1<=8'b0;
            y1<=8'b0;
        end
        else begin
            p<=p1;
            x1<=x;
            y1<=y;
        end
    end
endmodule
module PP_Addition(
    input wire [8:0]PP0,    
    input wire [8:0]PP1,
    input wire [8:0]PP2,
    input wire [8:0]PP3,
    input wire [3:0] sign,
    output wire [15:0] sum
);
    wire[11:0] row0;
    wire[12:0] row1;
    wire[14:0] row2;
    wire[15:0] row3;
    assign row0 = {~PP0[8] ,PP0[8], PP0[8] , PP0};
    assign row1 = {1'b1, ~PP1[8] ,PP1, 1'b0, sign[0]};
    assign row2 = {1'b1, ~PP2[8] ,PP2, 1'b0, sign[1],2'b00};
    assign row3 = {({~PP3[8] ,PP3} + sign[3]), 1'b0, sign[2], 4'b0000};
    assign sum = row0 + row1 + row2 + row3;
endmodule
module PP_Generator(
    input wire [2:0]x,
    input wire [7:0]y,
    output wire [8:0]PP,
    output wire sign_bit
);
    wire [2:0] select;
    Booth_Encoder be(
        .x(x),
        .select(select)
    );
    assign sign_bit = select[0];
    Booth_Selector bs(
        .select(select),
        .y(y),
        .PP(PP)
    );
endmodule
module Partial_Productos(
    input wire [7:0]x,
    input wire [7:0]y,
    output wire [8:0]PP0,     
    output wire [8:0]PP1,
    output wire [8:0]PP2,
    output wire [8:0]PP3,
    output wire [3:0] sign
);
    wire[8:0] temp_x;
    assign temp_x = {x,1'b0};
    PP_Generator pp0(
        .x(temp_x[2:0]),
        .y(y),
        .PP(PP0[8:0]),
        .sign_bit(sign[0])
    );
    PP_Generator pp1(
        .x(temp_x[4:2]),
        .y(y),
        .PP(PP1[8:0]),
        .sign_bit(sign[1])
    );
    PP_Generator pp2(
        .x(temp_x[6:4]),
        .y(y),
        .PP(PP2[8:0]),
        .sign_bit(sign[2])
    );
    PP_Generator pp3(
        .x(temp_x[8:6]),
        .y(y),
        .PP(PP3[8:0]),
        .sign_bit(sign[3])
    );
endmodule 
module Top (
    input wire [7:0] x,
    input wire [7:0] y,
    input clock,
    input rst,
    output wire [15:0] p
);
    BoothMultiplier bm(
        .x(x),
        .y(y),
        .clk(clock),
        .rst(rst),
        .p(p)
    );
endmodule
[flow/run.sh]
#!/bin/bash
# OpenROAD 26Q1-2900-gdf79404cd8, Yosys 0.63+post, stock flow scripts
make -C /OpenROAD-flow-scripts/flow DESIGN_CONFIG=/design/flow/config.mk WORK_HOME=/design/flow/orfs finish
[flow/config.mk]
export PLATFORM = sky130hd
export DESIGN_NAME = Top
export DESIGN_NICKNAME = Top
export VERILOG_FILES = /design/flow/design.v
export SDC_FILE = /design/flow/constraint.sdc
export NUM_CORES = 4
export LEC_CHECK = 1
export CORE_UTILIZATION = 30
[flow/constraint.sdc]
current_design Top

set clk_period 9.3
set clk_io_pct 0.2

create_clock -name clk0 -period $clk_period [get_ports {clock}]

set non_clock_inputs [all_inputs -no_clocks]
set_input_delay [expr $clk_period * $clk_io_pct] -clock clk0 $non_clock_inputs
set_output_delay [expr $clk_period * $clk_io_pct] -clock clk0 [all_outputs]
==> impl_metrics.py <==
# Generated from Yosys and OpenROAD reports
metrics = {
    "final_timing": {
        "worst_slew_pin_slew_ns": 0.864,
        "timing.fmax_mhz": 199,
        "fin_crit_sh": 0.540,
        "holdWs_ns": 0.953,
        "skew_ns": 0.00360,
        "finalMaxSlewViolations": 0,
        "report.final.hold_viol_count": 0,
        "rsz0062_at_grt": "false",
        "slew_headroom": 0.423,
        "layout_min_cycle_time_ns": 5.02,
        "tns_ns": 0,
        "setup_viol": 0,
    },
    "cts": {
        "post-cts-setup-buffers": 0,
        "cts_resized": 0,
        "cts_hold_buffers": 0,
        "path_clk_slew_ns": 0.05,
        "insertion_delay_ns": 0.28,
        "htreeDepth": 2,
        "cts_root_buf": "clkbuf_16",
        "cts_tree": "done",
        "numClockSinks": 32,
        "clock_path_buffers": 2,
        "cts_buffers": 5,
    },
    "run": {
        "warnings": 25,
        "max-cap-violations": 0,
    },
    "setup_path": {
        "rr_worst_depth": 15,
        "timing.rr.start": "bm.dff.y1[5]",
        "reg2reg_slack_ns": 4.28,
        "critPathLaunchType": "flop",
        "cp-end-kind": "flop",
        "path_class": "flop to flop",
        "critPathArrivalTime_ns": 5.20,
        "required_ns": 9.48,
        "r2r_end": "bm.dff.p[15]",
        "critPathMaxFanout": 20,
    },
    "global_routing": {
        "grt_usage": 0.130,
        "grt_max_degree": 52,
        "antenna_found_initial": 0,
        "first_global_vias": 2771,
        "grt_pass1_wl_mm": 13.1,
        "grt_overflow": 0,
    },
    "synthesis": {
        "syn_inst": 446,
        "yosysTopAreaCell": "dfxtp_1",
        "ys_cells": 446,
        "yosys_register_bits": 32,
        "syn-cell-area_um2": 3530,
        "synth_cell_types": 66,
        "most_common_cell": "nand2_1",
        "ys.flop_type": "dfxtp_1",
        "async_flop_share": 0,
        "seq_area_frac_synth": 0.182,
        "edf_count": 0,
        "synth_area_per_cell_um2": 7.91,
        "topCellsByArea": "dfxtp_1, fa_1, ha_1",
        "ys_top_cells_by_count": "nand2_1, inv_1, a21oi_1, and2_1, dfxtp_1",
        "yosys-stat-area_um2": 3530,
        "yosysWarnings": 2,
        "synthDominantCellAreaShare": 0.182,
    },
    "detailed_routing": {
        "drtIter0Drc": 191,
        "viasPerCell": 5.13,
        "drtPass1Iterations": 4,
        "ant_nets": 0,
        "via_count": 3057,
        "drc": 0,
        "n_antenna_cell": 0,
        "avgRoutedWirePerCell_um": 12.7,
        "drt-total-wl_mm": 7.55,
    },
    "final_layout": {
        "drive_gt1_frac": 0.0596,
        "final_area_um2": 4050,
        "fillers": 1175,
        "areaGrowthSynthToFinish_pct": 14.8,
        "final_util": 0.355,
    },
    "placement": {
        "gp_congestion": 0.882,
        "placed_area_um2": 3920,
        "io_buffer_count": 33,
        "dp_hpwl_mm": 5.36,
    },
    "floorplanning": {
        "rows": 39,
        "io_pins": 34,
        "die_h_um": 110,
        "floorplan.core_util": 0.309,
        "coreArea_um2": 11400,
        "die-area_um2": 12200,
        "fp.dieW_um": 110,
    },
    "power": {
        "p_leak_uw": 0.00167,
        "ir_worst_vdd_uv": 97.4,
        "finalPower_uw": 642,
        "p_per_area_nw_per_um2": 159,
    },
    "min_path": {
        "hp-class": "flop to flop",
        "min_from": "bm.dff.y1[0]",
        "hold_path_end": "bm.dff.p[0]",
        "whs_path_depth": 4,
    },
    "run_status": {
        "status": "finished clean",
    },
}
[per-stage QoR]
step / cells / setup WS, ns
2_1_floorplan: 446 / 4.58
3_3_place_gp: 589 / 4.36
3_5_place_dp: 589 / 4.29
4_1_cts: 596 / 4.28
5_1_grt: 596 / 3.94
6_report: 596 / 4.28
[how the worst max path moves through the flow]
stage	start	end	slack (ns)	cells past startpoint
CTS	bm.dff.y1[5]	bm.dff.p[15]	4.28	15
global route	bm.dff.x1[3]	bm.dff.p[15]	3.94	14
finish	bm.dff.y1[5]	bm.dff.p[15]	4.28	15
[layout make-up]
cell class / instances / area, um2 / share of cell area
clock buffer: 6 / 129 / 0.0318
inverter: 37 / 139 / 0.0343
tap: 143 / 179 / 0.0442
multi-input combinational: 339 / 2590 / 0.639
clock inverter: 1 / 5.00 / 0.00124
timing repair buffer: 38 / 368 / 0.0909
sequential: 32 / 641 / 0.158
[state kept, by name (all words and copies together) (netlist names)]
name / cells
bm.dff.p: 16
bm.dff.x1: 8
bm.dff.y1: 8
[per-layer routing]
metal,part of all wire,GRT usage,wire [um],vias up
li1,-,-,-,1574
met1,0.48,0.196,3630,1375
met2,0.44,0.200,3290,92
met3,0.058,0.0190,439,16
met4,0.025,0.0276,187,0
met5,0,0,0,-
[critical path, stage by stage, from the launching register on]
cell and delay, ns:
dfxtp_1 0.75, clkinv_1 0.41, a211oi_1 0.29, nor2_1 0.06
a221oi_1 0.36, fa_1 0.48, inv_1 0.09, fa_1 0.38
inv_1 0.06, ha_1 0.28, a21o_2 0.25, o32a_4 0.37
o311a_4 0.33, a221oi_2 0.26, xnor3_1 0.40, and2_1 0.15
[power breakdown]
group	switching, uW	internal [uW]	total [uW]
clock	56.4	97.0	153
combinational	141	165	306
sequential	18.5	164	183
[cell families (layout without fill, tap and decap cells)]
group / after synthesis / in the layout / synth area share
xor+xnor: 25 / 25 / 0.0660
buf+inv: 75 / 82 / 0.0847
simple gates: 134 / 134 / 0.198
flops: 32 / 32 / 0.182
mux: 8 / 8 / 0.0231
fa+ha+maj: 45 / 45 / 0.191
compound gates: 127 / 127 / 0.256
[layout by cell type, fill, tap and decap left out, types with 3 or more instances in the layout]
master	count
xnor2_1	12
nor2_1	28
clkdlybuf4s50_1	33
dfxtp_1	32
o21ai_0	20
fa_1	16
inv_1	34
a21o_2	3
a221oi_1	10
mux2i_1	7
xor2_1	12
and2_1	32
o21a_1	4
a22o_1	6
nand2_1	35
a211oi_1	3
a21oi_1	32
ha_1	25
a21o_1	5
nand2b_1	3
o221ai_1	4
nor2b_1	5
buf_4	5
a31oi_1	6
clkbuf_16	5
o22ai_1	5
a32oi_1	3
nor3b_1	3
maj3_1	4
nand3_1	10
nor3_1	3
a22oi_1	4
No activity file was given, so power comes from the tool's default toggle rates.
