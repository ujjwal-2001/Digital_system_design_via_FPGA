## /design/flow/design.v

```verilog
module mod10_counter(
    input wire clk,
    input wire reset,
    input wire [3:0] in,
    input wire load,
    input wire [1:0] mode,
    output wire [3:0] count
    );
    reg [3:0] count_temp;
    reg flag;
    always @ (posedge clk) begin
        if (reset == 0) begin
            count_temp <= 4'd0;
            flag <= 1'b0;
        end
        else if(load) begin
            count_temp <= in;
        end
        else begin
            case(mode)
                2'b00: count_temp <= (count_temp >= 4'd9)? 4'd0 : count_temp + 1;  
                2'b01: count_temp <= (count_temp == 4'b0 || count_temp > 4'd9)? 4'd9 :count_temp - 1;  
                2'b10: begin  
                    if(flag==0)begin
                        count_temp <= ((count_temp == 4'd9)? 4'd8 : (count_temp > 4'd9)? 4'd0 : count_temp + 1);
                        if(count_temp == 4'd9)begin
                            flag <= 1'b1;
                        end else begin
                            flag <= flag;
                        end
                    end
                    else begin
                        count_temp <= (count_temp == 4'b0)? 4'd1 :count_temp - 1;
                        if(count_temp == 4'd0)begin
                            flag <= 1'b0;
                        end else begin
                            flag <= flag;
                        end
                    end
                end
                2'b11: count_temp <= count_temp;  
                default: count_temp <= 4'd0;
            endcase
        end
    end
    always @ (mode) begin
        flag <= 1'b0;
    end
    assign count = count_temp;
endmodule
```

## /design/flow/run.sh

```bash
#!/bin/bash
# OpenROAD 26Q1-2900-gdf79404cd8, Yosys 0.63+post, stock flow scripts
make -C /OpenROAD-flow-scripts/flow DESIGN_CONFIG=/design/flow/config.mk WORK_HOME=/design/flow/orfs finish
```

## /design/flow/config.mk

```make
export PLATFORM = sky130hd
export DESIGN_NAME = mod10_counter
export DESIGN_NICKNAME = mod10_counter
export VERILOG_FILES = /design/flow/design.v
export SDC_FILE = /design/flow/constraint.sdc
export NUM_CORES = 4
export LEC_CHECK = 1
export CORE_AREA = 10 10 70 70
export DIE_AREA = 0 0 80 80
```

## /design/flow/constraint.sdc

```tcl
current_design mod10_counter

set clk_period 1.7
set clk_io_pct 0.2

create_clock -name clk0 -period $clk_period [get_ports {clk}]

set non_clock_inputs [all_inputs -no_clocks]
set_input_delay [expr $clk_period * $clk_io_pct] -clock clk0 $non_clock_inputs
set_output_delay [expr $clk_period * $clk_io_pct] -clock clk0 [all_outputs]
```

==> impl_metrics.env <==
# yosys + openroad results
export IMPL_outcome="finished clean"
export IMPL_antenna_left=0
export IMPL_core_area_um2=3420
export IMPL_floorplanUtilization_pct=13.0
export IMPL_rows=21
export IMPL_clk_pin_slew_ns=0.04
export IMPL_cts_hold_buf=0
export IMPL_start_kind="flip-flop"
export IMPL_grt_pass1_vias=490
export IMPL_cts_root_buffer="clkbuf_4"
export IMPL_die_x_um=80
export IMPL_p_per_area_nw_per_um2=555
export IMPL_setup_violations=0
export IMPL_regMostFlops="count_temp"
export IMPL_post_place_cells=124
export IMPL_io_pin_count=13
export IMPL_postCtsSetupBuffers=0
export IMPL_ys_warn_count=1
export IMPL_dieArea_um2=6400
export IMPL_numCtsBuffers=3
export IMPL_dp_hpwl_um=1080
export IMPL_irDropWorstVdd_mv=0.124
export IMPL_critical_path_class="flip-flop to flip-flop"
export IMPL_maxCapViolations=0
export IMPL_final_cell_count_no_fill=127
export IMPL_wl_um=1320
export IMPL_ys_ff=4
export IMPL_drtIter0Drc=15
export IMPL_synth_distinct_cells=28
export IMPL_grt_busiest_layer="met2"
export IMPL_drive_gt1_share_pct=29.6
export IMPL_cp_required_ns=1.85
export IMPL_antenna_found_initial=0
export IMPL_worst_slew_pin_slew_ns=0.262
export IMPL_grt_ovfl_total=0
export IMPL_grtUsageTotal_pct=4.03
export IMPL_h_tree_depth=1
export IMPL_finClkSkew_ns=0.000215
export IMPL_insertion_delay_ns=0.23
export IMPL_largest_reg_flops=4
export IMPL_drc=0
export IMPL_syn_area_um2=443
export IMPL_fmax_mhz=627
export IMPL_grt_max_degree=12
export IMPL_lay_top_count="clkdlybuf4s50_1"
export IMPL_use_met1_pct=5.44
export IMPL_whs_ns=0.616
export IMPL_viasPerCell=3.91
export IMPL_cts_tree="done"
export IMPL_io_buffers=12
export IMPL_min_delay_path_class="flip-flop to flip-flop"
export IMPL_most_common_layout_cells="10 x clkdlybuf4s50_1, 8 x buf_4, 6 x nor2_1, 5 x nand2_1"
export IMPL_met2_usage_pct=6.26
export IMPL_rsz0062_at_grt="no"
export IMPL_synth_seq_share_pct=18.1
export IMPL_slew_headroom_pct=82.5
export IMPL_vias=497
export IMPL_synthCells=60
export IMPL_gp_congestion=0.835
export IMPL_post_route_period_util_pct=93.9
export IMPL_arrival_ns=1.74
export IMPL_die_y_um=80
export IMPL_synth_avg_cell_area_um2=7.38
export IMPL_grt_pass1_wl_um=2160
export IMPL_slew_violations=0
export IMPL_period_needed_ns=1.60
export IMPL_crit_path_end_kind="flip-flop"
export IMPL_yosysChipArea_um2=443
export IMPL_synthToLayoutAreaGrowth_pct=63.6
export IMPL_wl_per_cell_um=10.4
export IMPL_p_leak_nw=0.298
export IMPL_path_max_fanout=5
export IMPL_clk_path_buf_depth=2
export IMPL_clock_sinks=4
export IMPL_antenna_cells=0
export IMPL_dr_pass1_iters=2
export IMPL_hold_viol=0
export IMPL_openroad_warnings=29
export IMPL_largestRegisters="count_temp (4)"
export IMPL_yosysCellCount=60
export IMPL_grtUsageMet3_pct=1.02
==> worst max-delay path, stage by stage (launching register included) <==
cell and delay [ns]:
dfxtp_2 0.35, inv_2 0.04, ha_2 0.20, o21ba_2 0.23, mux2_2 0.28, or2_1 0.23
a31oi_1 0.18
==> repair_timing <==
action                                  in CTS  in global routing
pin swaps                                    1                  1
endpoints found under the setup margin       2                  4
resized                                      2                  8
==> power breakdown <==
part / switching, mW / internal [mW] / total, mW
combinational: 0.0696 / 0.0969 / 0.167
clock: 0.0390 / 0.0790 / 0.118
sequential: 0.0142 / 0.104 / 0.118
total: 0.123 / 0.279 / 0.402
==> metal layers <==
| metal | routed length, µm | share of wire, % |
|---|---|---|
| met4 | 24 | 1.8 |
| met3 | 57 | 4.3 |
| met5 | 0 | 0 |
| met1 | 645 | 49 |
| met2 | 590 | 45 |
==> worst paths after layout <==
kind / depth (start not counted) / slack, ns / from / endpoint
max: 6 / 0.10 / count_temp[0] / count_temp[0]
min: 2 / 0.62 / count_temp[2] / count_temp[2]
max reg2reg: 6 / 0.10 / count_temp[0] / count_temp[0]
min reg2reg: 2 / 0.62 / count_temp[2] / count_temp[2]
==> cell type report <==
class | instances | area [µm²]
Clock buffer | 3 | 22.5
Fill cell | 385 | 2690
Inverter | 6 | 22.5
Multi-Input combinational cell | 48 | 354
Sequential cell | 4 | 82.6
Tap cell | 46 | 57.6
Timing Repair Buffer | 20 | 185
==> kinds of logic (layout without fill, tap and decap cells) <==
logic type | after synthesis | after routing | synth area share, %
AND-OR/OR-AND | 17 | 17 | 24.6
adder cells (fa/ha/maj) | 6 | 6 | 16.9
buffers and inverters | 8 | 29 | 7.34
flip-flops | 4 | 4 | 18.1
multiplexers | 2 | 2 | 5.08
AND/OR/NAND/NOR | 23 | 23 | 28.0
==> cells in the mapped netlist <==
cell type | instances | area share, %
o211ai_1 | 1 | 1.7
a22oi_1 | 1 | 1.7
nand2_1 | 5 | 4.2
a21oi_1 | 3 | 3.4
mux2_2 | 2 | 5.1
dfxtp_1 | 4 | 18
or2_1 | 1 | 1.4
inv_2 | 1 | 0.85
o2111ai_1 | 1 | 2.0
clkbuf_2 | 2 | 2.3
ha_1 | 6 | 17
nand2b_1 | 1 | 1.4
o21ai_1 | 1 | 1.1
or3b_1 | 1 | 2.0
nor2b_1 | 1 | 1.4
and2b_2 | 1 | 2.0
or3_2 | 1 | 1.7
a31oi_1 | 3 | 4.2
o21ai_0 | 4 | 4.5
and3_1 | 1 | 1.4
nand3_1 | 2 | 2.3
a41oi_1 | 1 | 2.0
inv_1 | 5 | 4.2
o21ba_2 | 1 | 2.3
or4_1 | 1 | 1.7
nor2_1 | 6 | 5.1
nor3b_1 | 2 | 3.4
a21o_1 | 1 | 1.7
==> through the flow <==
stage	cell area (µm²)	power (mW)	utilization, %	setup slack, ns	setup TNS, ns
floorplan	443	0.193	-	0.108	0
global placement	671	0.277	19.6	-0.289	-0.866
detailed placement	671	0.277	19.6	-0.279	-0.915
CTS	711	0.405	20.8	0.00636	0
global route	724	0.436	21.2	0.0185	0
finish	724	0.402	21.2	0.104	0
Power and IR drop assume default switching activity.
