File: flow/config.mk
export PLATFORM = sky130hd
export DESIGN_NAME = top
export DESIGN_NICKNAME = top
export VERILOG_FILES = /design/flow/design.v
export SDC_FILE = /design/flow/constraint.sdc
export NUM_CORES = 4
export LEC_CHECK = 1
export CORE_UTILIZATION = 50
File: flow/constraint.sdc
current_design top

set clk_period 3.4
set clk_io_pct 0.2

create_clock -name clk0 -period $clk_period [get_ports {clk}]

set non_clock_inputs [all_inputs -no_clocks]
set_input_delay [expr $clk_period * $clk_io_pct] -clock clk0 $non_clock_inputs
set_output_delay [expr $clk_period * $clk_io_pct] -clock clk0 [all_outputs]
File: flow/design.v
module modN_counter(
    input wire clk,
    input wire reset,
    input wire [3:0] in,
    input wire load,
    input wire [1:0] mode,
    input wire [3:0] n,
    output wire [3:0] count,
    output wire f
    );
    reg [3:0] count_temp;
    reg flag;
    assign f = flag;
    always @ (posedge clk) begin
        if (reset == 0) begin
            count_temp <= 4'd0;
            flag <= 1'b0;
        end
        else if(load) begin
            count_temp <= in;
        end
        else begin
            case(mode)
                2'b00: begin
                    count_temp <= (count_temp >= n-1)? 4'd0 : count_temp + 1;  
                    flag <= 1'b0;
                end
                2'b01: begin
                    count_temp <= (count_temp == 4'b0 || count_temp > n-1)? n - 1 :count_temp - 1;  
                    flag <= 1'b0;
                end
                2'b10: begin  
                    if(!flag)begin
                        count_temp <= ((count_temp == n-1)? n-2 : (count_temp > n)? 4'd0 : count_temp + 1);
                        if(count_temp == n-1)begin
                            flag <= 1'b1;
                        end else begin
                            flag <= flag;
                        end
                    end
                    else begin
                        count_temp <= (count_temp == 4'b0)? 4'd1 :count_temp - 1;
                        if(count_temp == 4'd0)begin
                            flag <= 1'b0;
                        end else begin
                            flag <= flag;
                        end
                    end
                end
                2'b11: begin
                    count_temp <= count_temp;  
                    flag <= 1'b0;
                end
                default: count_temp <= 4'd0;
            endcase
        end
    end
    assign count = count_temp;
endmodule
module top(
    input wire clk,
    input wire reset,
    input wire [3:0] in,
    input wire load,
    input wire [1:0] mode,
    output wire [14:0] thermo_count
    );
    wire clk_div;
    wire[3:0] count;
    freq_divider inst1(
        .clk(clk),
        .clk_out(clk_div)
    );
    modN_counter inst( 
        .clk(clk_div),
        .reset(reset),
        .in(in),
        .load(load),
        .mode(mode),
        .count(count)
    );
    thermo_code inst2(
        .counter(count),
        .count(thermo_count)
    );
endmodule
module freq_divider #(parameter div_value=49999999) (
  input wire clk,       
  output wire clk_out    
);
    integer count=0;      
    reg clk_out_temp=0;           
    always @(posedge clk) begin
        if (count == div_value) begin
            count <= 0;
            clk_out_temp <= ~clk_out_temp;  
        end else begin
            count <= count + 1;
        end
    end
    assign clk_out = clk_out_temp;
endmodule
module thermo_code(
    input wire [3:0] counter,
    output wire [14:0] count
    );
    reg [14:0] count_temp = 15'b0;
    always@(*) begin
        case(counter)
             4'd0: count_temp = 15'b000_0000_0000_0000;
             4'd1: count_temp = 15'b000_0000_0000_0001;
             4'd2: count_temp = 15'b000_0000_0000_0011;
             4'd3: count_temp = 15'b000_0000_0000_0111;
             4'd4: count_temp = 15'b000_0000_0000_1111;
             4'd5: count_temp = 15'b000_0000_0001_1111;
             4'd6: count_temp = 15'b000_0000_0011_1111;
             4'd7: count_temp = 15'b000_0000_0111_1111;
             4'd8: count_temp = 15'b000_0000_1111_1111;
             4'd9: count_temp = 15'b000_0001_1111_1111;
             4'd10: count_temp = 15'b000_0011_1111_1111;
             4'd11: count_temp = 15'b000_0111_1111_1111;
             4'd12: count_temp = 15'b000_1111_1111_1111;
             4'd13: count_temp = 15'b001_1111_1111_1111;
             4'd14: count_temp = 15'b011_1111_1111_1111;
             4'd15: count_temp = 15'b111_1111_1111_1111;
            default: count_temp = 15'b000_0000_0000_0000;
        endcase
    end
    assign count = count_temp;
endmodule
File: flow/run.sh
#!/bin/bash
# OpenROAD 26Q1-2900-gdf79404cd8, Yosys 0.63+post, stock flow scripts
make -C /OpenROAD-flow-scripts/flow DESIGN_CONFIG=/design/flow/config.mk WORK_HOME=/design/flow/orfs finish
==> results.toml <==
# synthesis and place-and-route metrics
[status]
status = "finished clean"

[clock_network]
cts_tree = "built"
path_clk_slew_ns = 0.06
cts_root_buf = "clkbuf_8"
clk_latency_ns = 0.28
htreeDepth = 2
cts-resized-gates = 0
post_cts_buffers = 0
clk_path_buf_depth = 2
numCtsBuffers = 5
holdBufCountCts = 0

[final_timing]
period_needed_ns = 2.16
holdWs_ns = 0.456
rsz0062_at_grt = "false"
setup_viol = 0
fin_tns_setup_ns = 0
slew_viol_final = 0
unclocked_regs = 20
hold_viol_final = 0
relSlewSlack_pct = 41.3
finalCritPeriodShare_pct = 63.6
untimed_endpoints = 35
finClkSkew_ns = 0.00178
tightestPinTransition_ns = 0.873
fmax_ghz = 0.463

[synthesis]
async_flop_share_pct = 0
yosys_area_sq_mm = 0.00238
postSynthSeqShare_pct = 45.0
edf_count = 1
ys_warn_count = 7
ys_ff = 53
synth_area_leader_cell = "dfxtp_1"
syn_inst = 261
ff_type = "dfxtp_1"
synthDistinctLibCells = 47
synth_area_sq_mm = 0.00238
avgSynthCellArea_sq_um = 9.12
yosys-top-cells-area = "dfxtp_1 44%, xnor2_1 7.0%, xor2_1 4.8%, ha_1 4.7%, nor2_1 4.3%"
top_cell_area_share_pct = 43.7
synth_stat.cells = 261

[run]
warnings = 32
drv_cap = 0

[placement]
dp_hpwl_mm = 2.97
place_congestion = 0.798
portBuffers = 23

[setup_path]
crit_chain = "ha_1 -> nand3_1 -> nor4_4"
slowest_delay_ns = 0.83
path_delay_family = "simple AND/OR/NAND/NOR gates"
cp-end-kind = "flip-flop"
crit_slowest_cell = "nor4_4"
cp_num_buf_inv = 0
path_class = "flip-flop to flip-flop"
critPathLaunchType = "flip-flop"
cp.required_ns = 3.30
path_max_fanout = 17
cp.arrival_ns = 2.07

[global_routing]
grt_pass1_vias = 1624
antenna_found_initial = 0
grt_pass1_wl_mm = 7.01
grt_max_degree = 22
overflow = 0
grt_util_all_layers_pct = 17.7

[layout]
drive_gt1_share_pct = 6.01
final_common_cell = "dfxtp_1"
nFillCells = 379
final_cell_mix = "52 x dfxtp_1, 27 x nor2_1, 23 x clkdlybuf4s50_1, 22 x nand2_1, 19 x xnor2_1"
area_delta_synth_final_pct = 14.3

[route]
via_count = 1750
drtAntennaViolNets = 0
vias_per_cell = 5.22
detail_route.wirelength_mm = 4.02
drt_drc_violations_left = 0
diodes = 0
wl_per_cell_um = 12.0
first_pass_iters = 12
drt_iter0_markers = 68

[power]
max-vdd-ir-drop_mv = 0.330
power.density_mw_per_mm2 = 279
power.leakage_nw = 1.06

[die]
die_area_sq_mm = 0.00504
row_count = 24
io_pins = 24
die_w_um = 71.0
fp_util_pct = 53.2
coreArea_sq_mm = 0.00447
die_h_um = 71.0

[min_path]
hold_path_class = "flip-flop to flip-flop"
## per-layer routing
layer / share of wire, % / vias to the layer above / track usage (%)
met5: 0 / - / 0
met4: 1.5 / 0 / 2.22
met3: 3.8 / 5 / 2.17
met2: 49 / 40 / 31.2
met1: 46 / 776 / 25.0
li1: - / 929 / -
## cell families after synthesis
kind of cell	count (synthesis)	share of synthesized area, %
adder cells (fa/ha/maj)	9	4.73
buffers and inverters	23	4.57
AND/OR/NAND/NOR	116	26.3
XOR/XNOR	32	11.8
AND-OR/OR-AND	28	7.67
flip-flops	53	45.0
## worst reg2reg max path, delay by kind of cell, from the launching register on
kind | cells | cell delay [ns]
fa+ha+maj | 1 | 0.26
simple gates | 2 | 1.16
flops | 1 | 0.37
## registers in the layout, indices dropped and copies added (netlist names)
register and flops:
inst.count_temp 4, inst1.clk_out_temp 1, inst1.count 32, thermo_count 15, inst.flag 1
## synthesized netlist by cell type, drive strengths merged (2+ instances only)
master / count
nand3b: 2
nand4: 6
buf: 7
and4: 2
inv: 14
nand3: 16
nor4b: 3
xor2: 13
xnor2: 19
nor2: 28
o21bai: 2
nand2: 22
a211oi: 2
clkbuf: 2
and3: 5
o21ai: 5
a31oi: 2
a21oi: 10
nand2b: 4
ha: 9
nor4: 6
nor2b: 3
or2: 2
nor3: 13
dfxtp: 52
## layout make-up
type,count,area [sq um],area share [%]
multi-input cells,185,1200,44.1
clock buffers,7,96.3,3.54
repair buffers,23,230,8.46
clock inverters,1,5.00,0.184
well taps,52,65.1,2.39
flip-flops and latches,53,1070,39.4
inverters,14,52.6,1.93
## path summary, 6_finish.rpt
path	from	to	depth (start not counted)	slack [ns]
setup / recovery	inst1.count[0]	inst1.clk_out_temp	3	1.24
hold / removal	inst1.count[6]	inst1.count[6]	1	0.46
setup reg to reg	inst1.count[0]	inst1.clk_out_temp	3	1.24
hold reg to reg	inst1.count[6]	inst1.count[6]	1	0.46
## power by group
part / total (mW) / internal, mW / switching, mW / leakage [nW]
logic: 0.0559 / 0.0249 / 0.0310 / 0.570
clock network: 0.313 / 0.183 / 0.130 / 0.0542
registers: 0.390 / 0.390 / 0 / 0.434
## per-stage QoR
stage	area [sq um]	util, %	setup slack (ns)	total power [mW]	cells
final	2720	60.8	1.24	0.759	335
after global routing	2720	60.8	1.03	0.797	335
after CTS	2720	60.8	1.20	0.769	335
after detailed placement	2620	58.6	1.23	0.454	327
after global placement	2620	58.6	1.25	0.454	327
after floorplan	2380	-	1.57	0.436	261
No activity file was given, so power comes from the tool's default toggle rates.
